### /design/flow/run.sh
#!/bin/bash
# OpenROAD 26Q1-2900-gdf79404cd8, Yosys 0.63+post, stock flow scripts
make -C /OpenROAD-flow-scripts/flow DESIGN_CONFIG=/design/flow/config.mk WORK_HOME=/design/flow/orfs finish
### /design/flow/config.mk
export PLATFORM = sky130hd
export DESIGN_NAME = parteControllo
export DESIGN_NICKNAME = parteControllo
export VERILOG_FILES = /design/flow/design.v
export SDC_FILE = /design/flow/constraint.sdc
export NUM_CORES = 4
export LEC_CHECK = 1
export CORE_AREA = 10 10 70 70
export DIE_AREA = 0 0 80 80
### /design/flow/constraint.sdc
current_design parteControllo

set clk_period 3.8
set clk_io_pct 0.2

create_clock -name clk0 -period $clk_period

set non_clock_inputs [all_inputs -no_clocks]
set_input_delay [expr $clk_period * $clk_io_pct] -clock clk0 $non_clock_inputs
set_output_delay [expr $clk_period * $clk_io_pct] -clock clk0 [all_outputs]
### /design/flow/design.v
module controlloCondizioni(output CondEx,
			   input [3:0] Cond,
			   input       N, 
			   input       Z, 
			   input       C, 
			   input       V);
   assign
     CondEx = (Cond == 4'b0000 ? Z :  
	       (Cond == 4'b0001 ? ~Z :  
		(Cond == 4'b0010 ? C :   
		 (Cond == 4'b0011 ? ~C :  
		  (Cond == 4'b0100 ? N :   
		   (Cond == 4'b0101 ? ~N :  
		    (Cond == 4'b0110 ? V :  
		     (Cond == 4'b0111 ? ~V :   
		      (Cond == 4'b1000 ? ~Z & C :  
		       (Cond == 4'b1001 ? Z | ~C :  
			(Cond == 4'b1010 ? ~(N^V) :  
			 (Cond == 4'b1011 ? N ^ V :  
			  (Cond == 4'b1100 ? (~Z) & (~(N^V)) :  
			   (Cond == 4'b1101 ? Z | (N^V) :  
			    1))))))))))))));
endmodule  
module decoder(output PCS, RegW, MemW, MemtoReg, ALUSrc,
	       output [1:0] ImmSrc,
	       output [1:0] RegSrc,
	       output [1:0] ALUControl,
	       output [1:0] FlagW,
	       input [3:0] Rd, 
	       input [1:0] OP, 
	       input [5:0] Funct);
   wire 		   Branch;
   wire 		   ALUOp;
   decoderALU decAlu(ALUControl, FlagW, ALUOp, Funct[4:0]);
   decoderPrincipale decPrinc(Branch, MemtoReg, MemW, ALUSrc,
			      ImmSrc, RegW, RegSrc, ALUOp,
			      OP, Funct[5], Funct[0]);
   logicaPC logPC(PCS, Rd, RegW, Branch);
endmodule  
module decoderALU(output  [1:0] ALUControl,
		  output [1:0] FlagW,
		  input        ALUOp,
		  input [4:0]  Funct);
   assign
     ALUControl = 
		  (ALUOp == 0 ? 2'b00 :
		   (Funct[4:1] == 4'b0100 ? 2'b00 : 
		    (Funct[4:1] == 4'b0010 ? 2'b01 :
		     (Funct[4:1] == 4'b0000 ? 2'b10 : 2'b11))));
   assign
     FlagW =
	    (ALUOp == 1'b0 ? 2'b00 :
	     (Funct[0] == 1 ? ((Funct[4:1] == 4'b0100 || Funct[4:1] == 4'b0010) ? 2'b11 : 2'b10) : 2'b10)
	     );
endmodule  
module decoderPrincipale(output Branch, 
			 output MemtoReg, 
			 output MemW, 
			 output ALUSrc, 
			 output [1:0]ImmSrc, 
			 output RegW, 
			 output [1:0]RegSrc, 
			 output ALUOp, 
			 input [1:0] OP, 
			 input Funct5, 
			 input Funct0);
   assign 
     Branch =   
		(OP == 2'b10 ? 1'b1 : 1'b0);
   assign 
     MemtoReg = 
		(OP == 2'b01 && Funct0 == 1 ? 1'b1 : 1'b0);
   assign
     MemW =     
		(OP == 2'b01 && Funct0 == 0 ? 1'b1 : 1'b0);
   assign
     ALUSrc =   
		(Funct5 == 0 ? 1'b0 : 1'b1);
   assign
     ImmSrc = 
	      (OP == 2'b00 ? 2'b00 :
	       (OP == 2'b01 ? 2'b01 : 2'b10));
   assign
     RegW   =
	     ((OP == 2'b00 || (OP == 2'b01 && Funct0 == 1)) ? 1'b1 : 1'b0);
   assign
     RegSrc =
	     ((OP == 2'b00 || (OP == 2'b01 && Funct0 == 1)) ? 2'b00 :
	      ((OP == 2'b01 && Funct0 == 0) ? 2'b00 : 2'b01));
   assign
     ALUOp =
	    (OP == 2'b00 ? 1'b1 : 1'b0);
endmodule
module logicaCondizionale(output PCSrc, RegWrite, MemWrite,
			  input       PCS, RegW, MemW, 
			  input [1:0] FlagW,
			  input [3:0] Cond,
			  input [3:0] ALUFlags, 
			  input CLK);
   reg [3:0] FLAGS;
   wire      CondEx;
   controlloCondizioni contrCond(CondEx, Cond, 
				 ALUFlags[0], ALUFlags[1], ALUFlags[2], ALUFlags[3]);
   always @(posedge CLK)
     begin
	if(FlagW[1] && CondEx)
	  FLAGS[3:2] = ALUFlags[3:2];
	if(FlagW[0] && CondEx)
	  FLAGS[1:0] = ALUFlags[1:0];
     end
   assign
     PCSrc = PCS && CondEx;
   assign
     RegWrite = RegW && CondEx;
   assign
     MemWrite = MemW && CondEx;
endmodule  
module logicaPC(output PCS,
		input [3:0] Rd,
		input 	    RegW,
		input 	    Branch);
   assign
     PCS = ((Rd == 15) && RegW) || Branch;
endmodule  
module parteControllo(output PCSrc, RegWrite, MemWrite, MemtoReg, ALUSrc,
		      output [1:0] ImmSrc,
		      output [1:0] RegSrc,
		      output [1:0] ALUControl,
		      input [3:0]  Cond,
		      input [3:0]  ALUFlags,
		      input [1:0]  Op,
		      input [5:0]  Funct,
		      input [3:0]  Rd, 
		      input CLK);
   wire [1:0] 			   FlagW;
   wire 			   PCS, RegW, MemW;
   logicaCondizionale lc(PCSrc, RegWrite, MemWrite,
			 PCS, RegW, MemW,
			 FlagW, Cond, ALUFlags,
			 CLK);
   decoder dec(PCS, RegW, MemW, MemtoReg, ALUSrc,
	       ImmSrc, RegSrc, ALUControl, FlagW,
	       Rd, Op, Funct);
endmodule  
==> run notes <==
The flow run is done. The floorplan step defined a core boundary enclosing 3420 µm². Warnings raised by the tools during the run amount to 33. Initial detailed-routing violation count landed at 16. Height of the die landed at 80 µm. Die footprint landed at 6400 µm². Total of max-cap violations landed at 0.

Total buffers and inverters traversed by the critical path landed at 3. The via count of the first global-routing pass is 437. The global route stage reports its total congestion overflow as 0.

Leakage power figure landed at 0.211 nW. Signal arrival time at the worst endpoint landed at 2.79 ns. The horizontal die dimension reported for this design is 80 µm. Vias per cell landed at 3.76.

Looking at the VDD voltage map, the peak drop is 0.0000230 V. Subtracting the final worst setup slack from the clock period gives 3.55 ns. Power comes to 67.0 µW. Area added between synthesis and finish landed at 74.4%.

STA lists the maximum fanout along the critical path as 10. The worst setup path is of the input port to output pin kind. The worst path uses 93.5% of the clock period.

Averaged over all synthesized cells, the footprint is 7.16 µm². Total of endpoints with negative setup slack in the final report landed at 0. After synthesis, the design contains 54 cells according to Yosys.

Tracing the worst setup path back leads to its startpoint at Cond[1]. The final layout contains routed wiring with a total length of 1300 µm. Power per cell area landed at 99.3 nW/µm². Final number of hold-violating endpoints landed at 0.

In this run the post-CTS setup repair buffer count came out at 0. Highest clock rate landed at 0.282 GHz. After detailed routing, the number of remaining DRC violations is 0. Count of hold buffers inserted by post-cts repair landed at 0. Antenna violation net count after detailed routing landed at 0. Maximum number of pins on one net before global-route repair landed at 11. Per STA, the highest per-stage delay on the worst path measures 0.69 ns. Counting every instance in the synthesized netlist gives 54. Counting the clock-network buffers in the layout gives 0. Checking hold timing, the worst path is listed with class input port to output pin. Number of cells upsized or downsized after cts landed at 0. The number of antenna violations at the first check in global routing was 0. The count of buffers added on input and output ports is 28. Leaving out fill and tap cells, the most frequent cell in the layout is sky130_fd_sc_hd__clkdlybuf4s50_1.

Number of distinct library cells after synthesis landed at 34. Counting the warning lines in the Yosys log gives 1. Post-detailed-route wirelength per cell landed at 10.7 µm. In the finished design the tool counted flip-flops and latches totalling 0. Setup repair after global routing left no endpoint under its margin. The first detailed-routing pass ran for 4 iterations. Summed over all nets, the half-perimeter wirelength after detailed placement is 1190 µm. For reference, the final report shows the max-slew violation count at 0. The worst setup path is launched from an input port. Leaving out fill and tap cells, the most frequent cells in the layout are sky130_fd_sc_hd__clkdlybuf4s50_1 (28), sky130_fd_sc_hd__nor3_1 (4), sky130_fd_sc_hd__nand3_1 (4). Sequential fraction of the synthesis area landed at 0%.

STA classifies the critical path endpoint as an output pin. The global routing report lists combined usage of all routing layers as 3.65%. Sum of negative setup slack landed at 0 ns.

The most numerous cell type found on the critical path is sky130_fd_sc_hd__clkdlybuf4s50_1. The report lists the number of standard-cell rows as 21. In this run the critical path is formed by clkdlybuf4s50_1 > inv_2 > a2111oi_4 > a211oi_2 > o31ai_1 > clkdlybuf4s50_1. Summing every instance area after synthesis gives 387 µm². In this run the count of I/O pins placed on the die edge is 32. At the floorplan stage, the core utilization is reported as 11.3%. Share of final-layout standard cells stronger than drive strength 1 landed at 10.7%. Chip area from the yosys synthesis statistics landed at 387 µm². The critical path's slowest stage uses the library cell sky130_fd_sc_hd__clkdlybuf4s50_1. Per the detail_route report, the via count comes to 455. 0 antenna diodes ended up in the layout. The first global-routing pass estimated 1940 µm of wire.

Endpoint required time on the critical path landed at 3.04 ns. Summing all flip-flop and latch instances after layout gives 0 µm². The flow ran to the end, and the final reports show no timing, DRC or antenna violations. The placement summary gives the final routability congestion estimate as 0.730. For the worst min-delay path, the startpoint reported by OpenROAD is Funct[5].

Among cell families on the critical path, the largest total delay comes from buffers and inverters.
[routing by layer]
layer  track usage (%)  vias up  wire length (µm)
met2              7.46        9               732
li1                  -      238                 -
met4                 0        0                 0
met5                 0        -                 0
met1              3.96      208               506
met3             0.568        0                58
[stage by stage]
| stage | hold WS (ns) | setup slack (ns) | util [%] | cells | instance area (µm²) |
|---|---|---|---|---|---|
| after floorplan | 1.54 | 1.45 | - | 54 | 387 |
| after global placement | 1.52 | 0.241 | 19.7 | 121 | 674 |
| after detailed placement | 1.52 | 0.211 | 19.7 | 121 | 674 |
| after CTS | 1.52 | 0.208 | 19.7 | 121 | 674 |
| after global routing | 1.52 | 0.106 | 19.7 | 121 | 674 |
| final | 1.52 | 0.248 | 19.7 | 121 | 674 |
[cell families (layout without fill, tap and decap cells)]
family | count (synthesis) | in the layout | synth area share, %
AOI/OAI and AO/OA | 19 | 19 | 43.0
xor gates and xnor gates | 3 | 3 | 6.80
buffers and inverters | 10 | 31 | 15.9
muxes | 1 | 1 | 2.59
other | 1 | 1 | 0.970
and+or+nand+nor | 20 | 20 | 30.7
[report_power, final]
| group | internal, mW | switching (mW) | leakage, nW |
|---|---|---|---|
| clock | 0 | 0 | 0 |
| combinational | 0.0410 | 0.0260 | 0.211 |
| sequential | 0 | 0 | 0 |
[synthesized netlist by cell type, drive strengths merged]
cell type	count	area, µm²
buf	5	42.5
nand3	4	20.0
nor3	4	20.0
a21oi	3	15.0
inv	3	11.3
o21ai	3	15.0
o31ai	3	22.5
and2	2	12.5
clkbuf	2	7.51
nand2b	2	12.5
nor2	2	7.51
nor2b	2	15.0
xnor2	2	17.5
a2111o	1	11.3
a2111oi	1	27.5
a211o	1	8.76
a211oi	1	12.5
a21bo	1	10.0
a31oi	1	12.5
a41oi	1	8.76
conb	1	3.75
mux2i	1	10.0
nand2	1	3.75
nor3b	1	12.5
nor4b	1	8.76
o211ai	1	7.51
o21a	1	7.51
o21bai	1	7.51
or2	1	6.26
xor2	1	8.76
[path summary, 6_finish.rpt]
check | endpoint | slack [ns] | cells past startpoint
setup / recovery | PCSrc | 0.25 | 6
hold / removal | ALUSrc | 1.52 | 0
[area by class of cell]
class | instances | area [µm²]
fillers | 392 | 2740
multi-input cells | 44 | 325
repair buffers | 28 | 280
inverters | 3 | 11.3
well taps | 46 | 57.6
Power is estimated from default activity; no workload was simulated.
