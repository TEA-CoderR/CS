## flow/run.sh

```bash
#!/bin/bash
# OpenROAD 26Q1-2900-gdf79404cd8, Yosys 0.63+post, stock flow scripts
make -C /OpenROAD-flow-scripts/flow DESIGN_CONFIG=/design/flow/config.mk WORK_HOME=/design/flow/orfs finish
```

## flow/config.mk

```make
export PLATFORM = sky130hd
export DESIGN_NAME = ptw
export DESIGN_NICKNAME = ptw
export VERILOG_FILES = /design/flow/design.v
export SDC_FILE = /design/flow/constraint.sdc
export NUM_CORES = 4
export LEC_CHECK = 1
export CORE_UTILIZATION = 50
```

## flow/constraint.sdc

```tcl
current_design ptw

set clk_period 6.4
set clk_io_pct 0.2

create_clock -name clk0 -period $clk_period [get_ports {clk}]

set non_clock_inputs [all_inputs -no_clocks]
set_input_delay [expr $clk_period * $clk_io_pct] -clock clk0 $non_clock_inputs
set_output_delay [expr $clk_period * $clk_io_pct] -clock clk0 [all_outputs]
```

## flow/design.v

```verilog
module ptw (
    input clk,
    input rst,
    input ptw_req_valid_i,           
    output reg ptw_req_ready_o,      
    input [31:0] ptw_vaddr_i,        
    output reg ptw_resp_valid_o,     
    input ptw_resp_ready_i,          
    output reg [31:0] ptw_pte_o,     
    output reg mem_req_valid_o,      
    input mem_req_ready_i,           
    output reg [31:0] mem_addr_o,    
    input mem_resp_valid_i,          
    output reg mem_resp_ready_o,     
    input [31:0] mem_data_i          
);
parameter SATP_PPN = 32'h1000;  
typedef enum logic [2:0] {
    ACCEPT_REQ,
    READ_LEVEL1,
    WAIT_LEVEL1,
    READ_LEVEL2,
    WAIT_LEVEL2,
    RESPOND
} state_t;
state_t state, next_state;
reg [31:0] vaddr_reg;
reg [31:0] level1_pte;
reg [31:0] level2_pte;
wire [9:0] vpn1 = vaddr_reg[31:22];  
wire [9:0] vpn0 = vaddr_reg[21:12];  
always @(posedge clk) begin
    if (rst) begin
        state <= ACCEPT_REQ;
        ptw_req_ready_o <= 1;
        ptw_resp_valid_o <= 0;
        ptw_pte_o <= 0;
        mem_req_valid_o <= 0;
        mem_addr_o <= 0;
        mem_resp_ready_o <= 0;
        vaddr_reg <= 0;
        level1_pte <= 0;
        level2_pte <= 0;
    end else begin
        state <= next_state;
        case (state)
            ACCEPT_REQ: begin               
                if (ptw_req_valid_i) begin
                    vaddr_reg <= ptw_vaddr_i; 
                    ptw_req_ready_o <= 0;
                    mem_addr_o <= {SATP_PPN, vpn1, 2'b00};
                    mem_req_valid_o <= 1;
                    next_state <= READ_LEVEL1;
                end
            end
            READ_LEVEL1: begin
                if (mem_req_ready_i) begin
                    mem_req_valid_o <= 0; 
                    mem_resp_ready_o <= 1;
                    next_state <= WAIT_LEVEL1;
                end
            end
            WAIT_LEVEL1: begin
                if (mem_resp_valid_i) begin
                    level1_pte <= mem_data_i;
                    if (mem_data_i[0] == 0) begin  
                        ptw_resp_valid_o <= 1;
                        next_state <= RESPOND;
                    end else begin
                        mem_addr_o <= {mem_data_i[31:10], vpn0, 2'b00};  
                        mem_req_valid_o <= 1;
                        next_state <= READ_LEVEL2;
                    end
                end
            end
            READ_LEVEL2: begin
                if (mem_req_ready_i) begin
                    mem_req_valid_o <= 0;
                    mem_resp_ready_o <= 1;
                    next_state <= WAIT_LEVEL2;
                end
            end
            WAIT_LEVEL2: begin
                if (mem_resp_valid_i) begin
                    level2_pte <= mem_data_i;
                    if (mem_data_i[0] == 0) begin  
                        ptw_pte_o <= 0;
                    end else begin
                        ptw_pte_o <= level2_pte; 
                    end
                    ptw_resp_valid_o <= 1;
                    next_state <= RESPOND;
                end
            end
            RESPOND: begin
                if (ptw_resp_ready_i) begin
                    ptw_resp_valid_o = 0;
                    ptw_req_ready_o <= 1;
                    next_state <= ACCEPT_REQ;
                end
            end
        endcase
    end
end
endmodule
```

==> results.cfg <==
; synthesis and place-and-route metrics
[worst_setup_path]
cp-end-kind = flip-flop
r2r_slack_ns = 4.05
start_kind = input pin
crit_start = mem_data_i[0]
critical_path_arrival_ns = 3.64
cp.required_ns = 6.81
path_class = input pin to flip-flop
critical_path.cell_chain = clkdlybuf4s50_1 -> buf_4 -> nand3_1 -> a21o_1 -> buf_4 -> a211oi_1
crit_top_cell = buf_4
rr_worst_depth = 4
endpoint = mem_addr_o[3]$_SDFFE_PP0P_
cp_max_fo = 37
worstReg2RegEnd = mem_addr_o[16]$_SDFFE_PP0P_
critical_path.slowest_cell = a21o_1
r2r-start = state[2]$_SDFF_PP0_
slowest_delay_ns = 0.52

[drt]
post-route-drc-count = 0
num_vias = 4123
ant_nets = 0
drt_wl_total_um = 10500
drtIter0Drc = 116
antenna_cells = 0
wl_per_cell_um = 13.0
vias_per_cell = 5.08
firstDrtPassIters = 4

[sta]
rsz0062_at_grt = no
post-route-min-period_ns = 3.23
slew_headroom = 0.544
worst_pin_slew_ns = 0.684
finalHoldWorstSlack_ns = 0.448
slew_violations = 0
final.setup_skew_ns = 0.00911
fmax_mhz = 310
setup_viol = 0
worst_slack_ns = 3.17
setup_tns_ns = 0
final-hold-violation-count = 0
fin_crit_sh = 0.505

[synth]
synth_cells = 567
postSynthSeqShare = 0.520
most_common_cell = nand2_1
synthArstFlopShare = 0
flop_cell = dfxtp_1
edf_count = 3
synthesis.area_um2 = 4830
synth_top_area_share = 0.502
ys_chip_area_um2 = 4830
synth.avg_cell_area_um2 = 8.51
top_area_cell = dfxtp_1
synthTopCellsByCount = nand2_1, dfxtp_1, a21oi_1
ys_types = 34
synth_warnings = 1
topCellsByArea = dfxtp_1, nand2_1, a21oi_1, mux2i_1, nand3_1
yosys_cells = 567
synth_flops = 124

[global_routing]
grt_usage = 0.222
grt_max_degree = 70
gr-total-overflow = 0
antenna_found_initial = 0
grt_pass1_wl_um = 17500
grt_pass1_vias = 3804

[placement]
placed_area_um2 = 6050
io_buffers = 123
routabilityCongestion = 0.781
hpwl_um = 6400
place_ws_ns = 2.70

[clock_tree]
clock_latency_ns = 0.50
cts_setup_buffers = 0
clock_path_buffers = 2
clock_sinks = 124
tritoncts = built
htreeDepth = 4
cts_resized = 0
clk_pin_slew_worst_paths_ns = 0.06
cts_buffers = 17
cts_hold_buffers = 0
cts_root_buffer = clkbuf_8

[finish]
fin_area_um2 = 6650
drive_gt1_frac = 0.0791
seq_area_um2 = 2510
area_growth_pct = 37.8
top_regs = level2_pte: 32 flops, ptw_pte_o: 32 flops, mem_addr_o: 30 flops
nFillCells = 719
comb_area_um2 = 2040

[job]
tool_warnings = 38
cap_violations = 0

[floorplan]
die-area_um2 = 10100
io_pins = 138
rows = 35
core_um2 = 9280
die-width_um = 100
fp_util = 0.520
die_h_um = 100

[worst_hold_path]
hold_class = flip-flop to flip-flop

[power_and_ir_drop]
ir_drop_mv = 0.187
powerDensity_nw_per_um2 = 286
finalPower_mw = 1.90
leakage_nw = 2.35

[outcome]
outcome = completed
==> kinds of logic after synthesis <==
group / Yosys count / share of synthesized area
compound gates: 118 / 0.136
buf+inv: 62 / 0.0612
flops: 124 / 0.520
mux: 29 / 0.0627
other cells: 1 / 0.000777
simple gates: 233 / 0.219
==> metrics by stage <==
step | cells | utilization
after detailed placement | 780 | 0.652
after global routing | 812 | 0.717
after global placement | 780 | 0.652
after floorplan | 568 | -
after CTS | 812 | 0.717
final | 812 | 0.717
==> cell usage in the layout, fill, tap and decap left out, types with 3 or more instances in the layout <==
cell,n
nand2_1,161
clkdlybuf4s50_1,122
dfxtp_1,121
a21oi_1,88
nand3_1,34
nand2b_1,21
a211oi_1,20
mux2i_1,19
clkbuf_16,16
inv_1,14
mux2_2,10
buf_4,9
nor2b_1,6
clkinvlp_4,5
o21ai_0,4
clkinv_4,3
bufinv_16,3
edfxtp_1,3
==> routing by layer <==
layer,global-route usage,vias to the layer above,share of wire
met1,0.326,1926,0.48
met3,0.0475,2,0.049
li1,-,2097,-
met2,0.368,98,0.47
met5,0,-,0
met4,0.0190,0,0.0038
==> how the worst min path moves through the flow <==
stage / endpoint / slack, ns / from / cells past startpoint
after CTS: ptw_pte_o[11]$_SDFFE_PP0P_ / 0.45 / ptw_pte_o[11]$_SDFFE_PP0P_ / 2
after global routing: ptw_pte_o[10]$_SDFFE_PP0P_ / 0.47 / ptw_pte_o[10]$_SDFFE_PP0P_ / 2
final: ptw_pte_o[11]$_SDFFE_PP0P_ / 0.45 / ptw_pte_o[11]$_SDFFE_PP0P_ / 2
==> final cells by class <==
type / instances / area share
Tap cell: 129 / 0.0243
Sequential cell: 124 / 0.378
Multi-Input combinational cell: 382 / 0.307
Inverter: 14 / 0.00790
Timing Repair Buffer: 131 / 0.194
Clock inverter: 13 / 0.0252
Clock buffer: 19 / 0.0649
==> where the power goes <==
part / total, mW / switching [mW] / internal [mW]
sequential: 0.812 / 0.0134 / 0.799
combinational: 0.147 / 0.0693 / 0.0780
clock: 0.942 / 0.337 / 0.605
==> worst max-delay path: cells and delay by family <==
kind / cells / cell delay [ns]
AND-OR/OR-AND: 2 / 0.77
buffers and inverters: 3 / 1.16
AND/OR/NAND/NOR: 1 / 0.40
Power is estimated from default activity; no workload was simulated.
