[./run.sh]
#!/bin/bash
# OpenROAD 26Q1-2900-gdf79404cd8, Yosys 0.63+post, stock flow scripts
make -C /OpenROAD-flow-scripts/flow DESIGN_CONFIG=/design/flow/config.mk WORK_HOME=/design/flow/orfs finish
[./config.mk]
export PLATFORM = sky130hd
export DESIGN_NAME = memory
export DESIGN_NICKNAME = memory
export VERILOG_FILES = /design/flow/design.v
export SDC_FILE = /design/flow/constraint.sdc
export NUM_CORES = 4
export LEC_CHECK = 1
export CORE_AREA = 10 10 79 79
export DIE_AREA = 0 0 89 89
export SYNTH_MEMORY_MAX_BITS = 65536
[./constraint.sdc]
current_design memory

set clk_period 1.9
set clk_io_pct 0.2

create_clock -name clk0 -period $clk_period [get_ports {clk}]

set non_clock_inputs [all_inputs -no_clocks]
set_input_delay [expr $clk_period * $clk_io_pct] -clock clk0 $non_clock_inputs
set_output_delay [expr $clk_period * $clk_io_pct] -clock clk0 [all_outputs]
[./design.v]
module memory (
    input clk,
    input rst,
    input mem_req_valid_i,           
    output reg mem_req_ready_o,      
    input [31:0] mem_addr_i,         
    output reg mem_resp_valid_o,     
    input mem_resp_ready_i,          
    output reg [31:0] mem_data_o    
);
parameter MEM_SIZE = 1024;
parameter MEM_ADDR_WIDTH = $clog2(MEM_SIZE);  
parameter ACCEPT_REQ = 2'b00;
parameter READ_WAIT  = 2'b01;
parameter RESPOND    = 2'b10;
reg [31:0] mem [0:MEM_SIZE-1];  
reg [1:0] state;
reg [1:0] next_state;
reg [31:0] mem_addr_reg;
wire [MEM_ADDR_WIDTH-1:0] word_index = mem_addr_reg[MEM_ADDR_WIDTH+1:2];
always @(posedge clk) begin
    if (rst) begin
        state <= ACCEPT_REQ;
        mem_req_ready_o <= 1'b1;
        mem_resp_valid_o <= 1'b0;
        mem_data_o <= 32'd0;
    end else begin
        state <= next_state;
        mem_resp_valid_o <= 1'b0;
        case (state)
            ACCEPT_REQ : begin
                if (mem_req_valid_i) begin
                    mem_addr_reg <= mem_addr_i;
                    mem_req_ready_o <= 1'b0;
                    next_state <= READ_WAIT;
                end
            end
            READ_WAIT : begin
                if (word_index < MEM_SIZE) begin
                    mem_data_o <= mem[word_index];  
                end else begin
                    mem_data_o <= 32'h00000000;  
                end
                mem_resp_valid_o <= 1'b1;
                next_state <= RESPOND;
            end
            RESPOND : begin
                if (mem_resp_ready_i) begin
                    mem_resp_valid_o <= 1'b0;
                    mem_req_ready_o <= 1'b1;
                    next_state <= ACCEPT_REQ;
                end
            end
        endcase
    end
end
integer i;
initial begin
    for (i = 0; i < MEM_SIZE; i = i + 1) begin
        mem[i] <= 32'd0;
    end
    mem[100] = 32'h2000_0001;  
    mem[200] = 32'h3000_0001;  
end
endmodule
==> summary.txt <==
This note records the results obtained with Yosys and OpenROAD.

Setup path
The kind of cell with the highest combined delay along the critical path is buffers and inverters. The cell with the biggest individual delay on the critical path is sky130_fd_sc_hd__clkdlybuf4s50_1. For the worst setup path, the data required time is 1.52 ns. Following the worst setup path forward leads to its endpoint at mem_req_ready_o. For the worst reg-to-reg path, the startpoint reported by OpenROAD is state[0]. The critical path start-end classification is reg2out. The launch point of the critical path was reported as mem_req_ready_o. In this run the worst path has a maximum fanout of 3. Traced cell by cell, the critical path runs through clkdlybuf4s50_1. The worst register-to-register path ends at next_state[1]. The worst path buffer plus inverter count is 1.

The critical path's largest stage delay is 0.50 ns. The worst setup slack for register-to-register paths is 0.46 ns. The number of cells on the critical path is 1. Data arrives at the worst endpoint at 1.09 ns. The kind of end point of the critical path is an output pin. The startpoint kind of the worst setup timing path is a flop. Counting cells, the worst reg-to-reg path comes to 5.

Final timing
The post-route minimum period is 1.472 ns. Max-slew check failures listed in the final report amount to 0. Across all hold checks on the routed design, the worst slack comes to 0.4433 ns. The worst-case clock skew is 0.002397 ns. Setup repair after global routing left no endpoint under its margin. The total count of hold-check failures in the final report is 0. After layout, the worst path uses 77.48% of the clock period.

For this run, the top clock speed supported by timing is 679.2 MHz. The final tally of setup violations is 0. After routing, the total negative slack on setup checks comes to 0 ns.

Clock network
Per the CTS log, the maximum H-tree level is 1. The worst-case clock buffer depth is 2. The clock reaches the later pin of the worst-skew pair after 0.25 ns.

TritonCTS built the clock tree. The clock transition time at the flip-flop clock pins of the worst setup and hold paths is 0.06 ns. The tree is rooted in a sky130_fd_sc_hd__clkbuf_8. CTS added clock buffers totalling 3. The count of buffers added by post-CTS timing repair for setup is 0. The CTS log lists the clock sinks for this run as 18. The quantity of hold-fixing buffers added after cts is 0. The number of gates resized after CTS is 0.

Yosys
Sequential elements use about 53% of the synthesized area. The gate-level netlist out of Yosys references 19 unique cell types. The fraction of post-synthesis cell area in the top cell type by area is 39.61%. The cell taking the most area after synthesis is sky130_fd_sc_hd__edfxtp_1. The commonest register cell after synthesis is sky130_fd_sc_hd__edfxtp_1. By area the synthesized netlist is led by sky130_fd_sc_hd__edfxtp_1 40%, sky130_fd_sc_hd__buf_4 25%, sky130_fd_sc_hd__dfxtp_1 13%, sky130_fd_sc_hd__ha_1 5.5%, sky130_fd_sc_hd__nand4bb_1 2.5%. Before any placement, the netlist area is recorded as 909.6 µm². The yosys warning tally is 1.

The number of cells in the yosys synthesis report is between 70 and 80. The share of flip-flops with an asynchronous set or reset after synthesis is 0%. The chip area from the yosys synthesis statistics is 909.6 µm². The register bit count reported by yosys is 18. Synthesis handed over a netlist of just under 80 instances. The count of library flops with an enable pin is 12.

The average size of a mapped cell is roughly 12 µm².

Route
Per the post-route antenna check, the number of violating nets is 0. The count of TritonRoute iterations in the first routing pass is 3. The total number of vias is between 400 and 500. After detailed routing, the total wire length is 1538 µm. The first routing iteration left 14 violations. The diode insertion count for antenna repair is 0. The script logs the mean routed wire length per placed instance as around 10 µm. Per the detail_route report, DRC violations left total 0. The per-cell via count in the routed design is 3.169.

Run status
The run finished with clean final reports.

Floorplanning
In this run the core area contains 25 standard-cell rows. The core utilization at floorplan is around a fifth. The core region is 4661 µm².

The die extent in y is 89 µm. The horizontal die size is 89 µm. The overall chip area is 7921 µm². During I/O placement, the number of pins put on the boundary was 70.

Global route
Entering global routing, the biggest net connects 11 pins. The first global-routing pass estimated between 2000 and 2500 µm of wire. The via count of the first global-routing pass was 544. The number of antenna violations at the first check in global routing is 0. Global routing finished with a remaining overflow of 0.

The global-route total usage across every layer is around 3.6%.

Placement
After detailed placement, the design holds a cell count of 150. The congestion estimate from routability-driven global placement came to 0.7856. The number of buffer cells added on primary ports is 18. The sum of net half-perimeters after detailed placement is 1338 µm.

Layout
The multi-input combinational cells in the finished layout cover a total of 297.8 µm². The register with the most flip-flops in the layout has 10 of them. The count of non-filler cells in the finished layout is about 150. The storage element area is 480.5 µm².

The fill cell instance count of the final layout is around 470. The fraction of final layout cells sized beyond drive strength 1 is roughly 8%. The layout-stage area growth over the synthesis result is 21.46%.

Pwr
Per the summary, power density relative to cell area is 708.1 nW/µm². The worst-case IR drop observed on VDD is 207.3 µV. The total design power is a little under 800 µW.

Summed over all cells, the static leakage comes to around 0.44 nW.

Hold path
The worst hold-check path type is reg2reg.

Job
The tool warning count for the run is 50. The tool flagged a number of max-cap violations equal to 0.
[Yosys cell counts (2+ instances only)]
| cell type | instances |
|---|---|
| sky130_fd_sc_hd__buf_4 | 30 |
| sky130_fd_sc_hd__edfxtp_1 | 12 |
| sky130_fd_sc_hd__dfxtp_1 | 6 |
| sky130_fd_sc_hd__ha_1 | 4 |
| sky130_fd_sc_hd__inv_1 | 3 |
| sky130_fd_sc_hd__nand2_1 | 3 |
| sky130_fd_sc_hd__nor2b_1 | 3 |
| sky130_fd_sc_hd__a21oi_1 | 2 |
| sky130_fd_sc_hd__nand4bb_1 | 2 |
| sky130_fd_sc_hd__nor2_1 | 2 |
| sky130_fd_sc_hd__o21ai_1 | 2 |
[cells in the final DEF (no fill, tap or decap)]
| cell type | count |
|---|---|
| sky130_fd_sc_hd__clkbuf_1 | 1 |
| sky130_fd_sc_hd__clkbuf_8 | 3 |
| sky130_fd_sc_hd__nor2b_2 | 1 |
| sky130_fd_sc_hd__clkdlybuf4s50_1 | 18 |
| sky130_fd_sc_hd__nor2_1 | 2 |
| sky130_fd_sc_hd__edfxtp_1 | 12 |
| sky130_fd_sc_hd__and2_1 | 1 |
| sky130_fd_sc_hd__o21bai_1 | 1 |
| sky130_fd_sc_hd__nand4bb_1 | 2 |
| sky130_fd_sc_hd__dfxtp_1 | 6 |
| sky130_fd_sc_hd__nand4b_1 | 1 |
| sky130_fd_sc_hd__nor2b_1 | 3 |
| sky130_fd_sc_hd__ha_1 | 4 |
| sky130_fd_sc_hd__buf_4 | 3 |
| sky130_fd_sc_hd__nand2b_1 | 1 |
| sky130_fd_sc_hd__conb_1 | 29 |
| sky130_fd_sc_hd__inv_1 | 3 |
| sky130_fd_sc_hd__nand2_1 | 3 |
| sky130_fd_sc_hd__nor4_2 | 1 |
| sky130_fd_sc_hd__nor4b_1 | 1 |
| sky130_fd_sc_hd__a21oi_1 | 2 |
| sky130_fd_sc_hd__o21ai_1 | 2 |
[cell type report]
class,count,area share [%]
Clock buffer,4,4.077
Sequential cell,18,43.49
Multi-Input combinational cell,54,26.95
Timing Repair Buffer,21,18.35
Inverter,3,1.019
Tap cell,54,6.116
[worst min path at each step]
stage	from	endpoint	slack [ns]	cells after the start
after CTS	mem_data_o[28]	mem_data_o[28]	0.45	2
after global routing	mem_data_o[28]	mem_data_o[28]	0.47	2
final	mem_data_o[28]	mem_data_o[28]	0.44	2
[through the flow]
stage                     area, µm²  util [%]  worst slack (ns)
after detailed placement       1060     22.74            0.2387
after global routing           1105     23.70            0.3690
after global placement         1060     22.74            0.2384
after floorplan                1015         -            0.4788
final                          1105     23.70            0.4278
after CTS                      1105     23.70            0.4069
[where the power goes]
part,leakage [nW],total [mW],switching (mW),internal [mW]
registers,0.160,0.446,0.00766,0.438
logic,0.256,0.0733,0.0268,0.0465
clock network,0.0228,0.263,0.114,0.149
[layer usage]
metal	vias up	wire length, µm	track usage (%)
met5	-	0	0
met4	0	40	1.012
met3	4	140	1.469
met2	27	754	6.250
met1	215	602	4.106
li1	242	-	-
[logic make-up (layout without fill, tap and decap cells)]
logic type               after synthesis  count (layout)  share of synthesized area (%)
flip-flops                            18              18                          52.82
adder cells (fa/ha/maj)                4               4                          5.502
other                                  1              29                         0.4123
AND-OR/OR-AND                          5               5                          3.027
AND/OR/NAND/NOR                       16              16                          12.24
buffers and inverters                 33              28                          26.00
Power figures rest on the tool's default switching activity, not on a simulated workload.
