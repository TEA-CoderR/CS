$ cat flow/design.v
module Sigma(output [N-1:0] newA,
	     output [N-1:0] newB,
	     input 	    wea, web, mux1, mux2, aluctl,
	     input [N-1:0]  X,
 	     input [N-1:0]  Y,
	     input [N-1:0]  A,
	     input [N-1:0]  B);
   parameter N = 32;
   assign
     newA = (wea == 0 ? A :
	     (mux1 == 0 ? X :
	      (aluctl == 0 ? A+B : A-B)));
   assign
     newB = (web == 0 ? B :
	     (mux2 == 0 ? Y :
	      (aluctl == 0 ? A+B : A-B)));
endmodule
$ cat flow/run.sh
#!/bin/bash
# OpenROAD 26Q1-2900-gdf79404cd8, Yosys 0.63+post, stock flow scripts
make -C /OpenROAD-flow-scripts/flow DESIGN_CONFIG=/design/flow/config.mk WORK_HOME=/design/flow/orfs finish
$ cat flow/config.mk
export PLATFORM = sky130hd
export DESIGN_NAME = Sigma
export DESIGN_NICKNAME = Sigma
export VERILOG_FILES = /design/flow/design.v
export SDC_FILE = /design/flow/constraint.sdc
export NUM_CORES = 4
export LEC_CHECK = 1
export CORE_UTILIZATION = 50
$ cat flow/constraint.sdc
current_design Sigma

set clk_period 20.2
set clk_io_pct 0.2

create_clock -name clk0 -period $clk_period

set non_clock_inputs [all_inputs -no_clocks]
set_input_delay [expr $clk_period * $clk_io_pct] -clock clk0 $non_clock_inputs
set_output_delay [expr $clk_period * $clk_io_pct] -clock clk0 [all_outputs]
==> reports/metrics.cfg <==
[synthesis]
top_cell_area_share_pct=12.40
yosysWarnings=0
area_leaders=mux2i_1 12%, a21oi_1 12%, xnor2_1 11%
adder_share_pct=11.08
ys_cells=576
syn_avg_cell_area_sq_um=6.586
common_cells=90 x a21oi_1, 83 x nor2_1, 49 x xnor2_1, 47 x mux2i_1, 32 x ha_1
ys_sh_aoi_pct=32.39
synth_top_cell_by_count=a21oi_1
synthMuxAreaShare_pct=12.99
syn_inst=576
ys_seq_share_pct=0
syn_area_sq_um=3794
ys_sh_simple_pct=23.78
top_logic_kind=AND-OR/OR-AND gates
synth_cell_types=57
xor_share_pct=13.16
yosys.area.top_type=mux2i_1
synth_chip_area_sq_um=3794

[final_timing]
worst_hold_slack_ps=9033
finalCritPeriodShare_pct=65.51
rsz0062_at_grt=no
drv_slew=0
worst_pin_slew_ps=703.8
max_slew_margin_pct=52.65
report.final.hold_viol_count=0
tns_ps=0
final.min_clock_period_ps=13230
fmax_mhz=75.57
setup_ws_ps=6967
finalSetupViolations=0

[placement]
place_area_sq_um=5743
place_ws_ps=7114
dpl.cell_count=842
dp_hpwl_um=11140
gp_congestion=0.9757
io_buffers=197

[power_and_ir_drop]
power.density_nw_per_um2=36.39
p_leak_uw=0.002413
vdd_ir_drop_max_mv=0.02401

[detailed_routing]
drt_first_pass_iters=4
antenna_left=0
antenna_cells=0
vias=4927
vias_per_cell=5.852
wirelength_um=13810
drc=0
wire_per_inst_um=16.40
drtIter0Drc=229

[floorplan]
rows=31
num_io_pins=197
dieHeight_um=89.11
dieArea_sq_um=7940
coreArea_sq_um=7292
die_w_um=89.11
floorplan.core_util_pct=52.02

[layout]
drive_above_1_share_pct=2.961
fin_cells=842
nFillCells=491
logic_area_sq_um=3543
regArea_sq_um=0
area_growth_syn_to_layout_pct=51.39
ff_count=0
clkbuf_count=0
fin_area_sq_um=5743

[global_routing]
antenna_found_initial=0
grt_pass1_vias=4634
grtUsageTotal_pct=34.08
grt_max_degree=57
grt_overflow=0
grt_pass1_wl_um=21430

[worst_setup_path]
crit_arrival_ps=9190
critical_path.max_fanout=7
endpoint_kind=output port
critPathLaunchType=primary input
critPathKind=in2out
required_ps=16160

[hold_path]
hold_end=newA[23]
worstHoldPathType=in2out
hold_depth=4
hp-start=A[23]

[flow_run]
cap_violations=0
warnings=33

[status]
run_status=finished clean

[clocking]
postCtsSetupBuffers=0
ctsResizeCount=0
ctsHoldBuffers=0

==> metal layers <==
layer,share of wire (%),GRT usage [%]
met5,0,0
met4,1.3,6.349
met3,7.5,2.903
met2,47,58.50
met1,44,47.30
==> metrics by stage <==
stage | power (uW) | util [%]
floorplan | 116.7 | -
global placement | 202.2 | 78.76
detailed placement | 205.5 | 78.76
CTS | 207.1 | 78.76
global route | 229.3 | 78.76
finish | 209.0 | 78.76
==> critical path, cell delays in order <==
cell	delay [ps]
clkdlybuf4s50_1	520
or4_4	570
or4_4	570
nor3_1	560
a21oi_1	180
xnor2_1	160
ha_1	430
and4_1	280
nand2_1	80
or3_1	330
a31oi_1	310
o21ai_0	140
nand2b_1	110
xor2_1	230
a221o_1	190
clkdlybuf4s50_1	490
==> worst max-delay path by stage <==
| stage | from | end | cells past startpoint |
|---|---|---|---|
| 4_1_cts | B[2] | newB[31] | 16 |
| 5_1_grt | B[2] | newA[28] | 16 |
| 6_report | B[2] | newA[27] | 16 |
==> area by class of cell <==
class	instances	area share, %
Inverter	23	1.503
Multi-Input combinational cell	518	61.70
Tap cell	99	2.157
Timing Repair Buffer	202	34.64
==> logic make-up (layout without fill, tap and decap cells) <==
| family | count (synthesis) | in the layout |
|---|---|---|
| compound gates | 195 | 195 |
| simple gates | 184 | 184 |
| buf+inv | 58 | 225 |
| xor+xnor | 57 | 57 |
| mux | 49 | 49 |
| fa+ha+maj | 33 | 33 |
==> cell usage in the layout (no fill, tap or decap), types with 4 or more instances in the layout <==
| cell type | n |
|---|---|
| nor2_1 | 83 |
| ha_1 | 32 |
| nor2b_1 | 11 |
| buf_4 | 5 |
| nand3_1 | 12 |
| clkdlybuf4s50_1 | 193 |
| xnor2_1 | 49 |
| buf_2 | 4 |
| a221o_1 | 10 |
| o31ai_1 | 4 |
| a31oi_1 | 14 |
| nand2_1 | 26 |
| a21oi_1 | 90 |
| mux2i_1 | 47 |
| nand4_1 | 6 |
| inv_1 | 23 |
| o21a_1 | 5 |
| or3_1 | 7 |
| xor2_1 | 8 |
| o21ai_0 | 21 |
| nor3_1 | 14 |
| a21o_1 | 20 |
| o21bai_1 | 4 |
==> where the power goes <==
part	switching, uW	total (uW)	internal [uW]
sequential	0	0	0
clock	0	0	0
combinational	96.9	209	112
total	96.9	209	112
Power is estimated from default activity; no workload was simulated.
